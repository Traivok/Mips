**./config.mk**
```make
export PLATFORM = sky130hd
export DESIGN_NAME = multiplication
export DESIGN_NICKNAME = multiplication
export VERILOG_FILES = /design/flow/design.v
export SDC_FILE = /design/flow/constraint.sdc
export NUM_CORES = 4
export LEC_CHECK = 1
export CORE_UTILIZATION = 50
```
**./constraint.sdc**
```tcl
current_design multiplication

set clk_period 18.5
set clk_io_pct 0.2

create_clock -name clk0 -period $clk_period [get_ports {Clk}]

set non_clock_inputs [all_inputs -no_clocks]
set_input_delay [expr $clk_period * $clk_io_pct] -clock clk0 $non_clock_inputs
set_output_delay [expr $clk_period * $clk_io_pct] -clock clk0 [all_outputs]
```
**./design.v**
```verilog
module multiplication (
	    input logic Clk, reset, input logic [5:0] state, input logic [31:0] lhs, rhs,
		output logic [63:0] result, output logic endSignal, output logic [5:0] counter
	   );
	logic [31:0] multiplier;
	logic [63:0] multiplicand;
	parameter MULT_IDLE = 6'd0;
	parameter MULT_INIT = 6'd1;
	parameter MULT_WORK = 6'd2;
	always_ff@(posedge Clk or posedge reset)
	begin
		if (reset)
		begin
			endSignal = 1;
			result = 64'd0;
			counter = 6'd0;
			multiplier = 32'd0;
			multiplicand = 64'd0;
		end
		else
		begin
			if (state == MULT_IDLE)
			begin
				endSignal = 1;
			end
			else if (state == MULT_INIT)
			begin
				endSignal = 0;
				counter = 6'd0;
				result = 64'd0;
				multiplier = lhs;
				multiplicand = { 32'd0, rhs };		
			end
			else if (state == MULT_WORK)
			begin
				if (counter > 6'd31) 
				begin
					endSignal = 1; 
				end
				else
				begin
					endSignal = 0;
					if (multiplier[0] == 1'b1)
						result = multiplicand + result;
					counter = counter + 1'b1;
					multiplicand = multiplicand << 1;
					multiplier = multiplier >> 1;				
				end
			end  
		end  
	end  
endmodule : multiplication 
```
**./run.sh**
```bash
#!/bin/bash
# OpenROAD 26Q1-2900-gdf79404cd8, Yosys 0.63+post, stock flow scripts
make -C /OpenROAD-flow-scripts/flow DESIGN_CONFIG=/design/flow/config.mk WORK_HOME=/design/flow/orfs finish
```
==> notes.md <==
The implementation run finished. According to the hold report, the worst path is of the register to register type. The cell area that synthesis handed to floorplanning was 0.0106 mm2. Post-detailed-route wirelength per cell landed at 16.2 um.

The detailed placer reported the number of placed instances as 1605. Worst clock skew landed at 0.0117 ns. Looking at the cell usage after synthesis, the top flip-flop cell is dfrtp_1.

Number of antenna violations at the first check in global routing landed at 0. First-pass GRT wire length landed at 44.2 mm. Between the synthesized netlist and the finished layout, the area growth was recorded as 20.7%. The later pin in the worst-skew pair is clocked with a latency of 0.43 ns. The worst setup path is launched from an input pin. In this run the VDD rail shows a maximum IR drop of 0.0631 mV.

Initial core utilization landed at 0.517. Multi-input combinational cell area landed at 0.00610 mm2. Synthesized instance count landed at 1259. Placed standard-cell area landed at 0.0122 mm2.

In this run the deepest clock path goes through 2 buffers. Maximum net fanout on the critical path landed at 78. Post-synth tally of flip-flops with integrated enable landed at 0. Horizontal die dimension landed at 148 um. Setup repair after global routing left no endpoint under its margin.

The synthesis stat section lists a flop and latch total of 167. Final total negative setup slack landed at 0 ns. In the routed layout, each cell is associated on average with a via count of 5.66. For this design, Yosys synthesis ends with a cell count of 1259. Max-slew headroom at the worst pin landed at 0.464. Fraction of final layout cells with drive strength greater than 1 landed at 0.0512. Count of inserted antenna diode cells landed at 0. STA classifies the critical path endpoint as a register. After clock tree synthesis, the repair step resized 0 gates. The final timing summary puts the cycle share of the worst path at 0.361. I/O pin total landed at 143. Vertical extent of the die landed at 148 um. Wires add up to 26.5 mm. Number of H-tree levels landed at 4. Highest clock frequency the design can meet landed at 0.150 GHz. Per the summary, power density relative to cell area is 62.2 mW/mm2. Count of fill cells added during filler insertion landed at 1824.

Count of antenna-violating nets left after detailed routing landed at 0. Number of pins with negative max-slew slack in the final report landed at 0. Detailed-routing iteration count for the pre-antenna-repair pass landed at 5. The floorplan step defined a core boundary enclosing 0.0205 mm2. The run finished with clean final reports. Tally of buffers added on design ports landed at 142. Looking at the max-slew report, the worst-margin pin has a slew of 0.794 ns. Mean area per synthesized cell landed at 8.41 um2. TritonCTS built the clock tree. For this run, the number of Yosys warnings is 1. Share of flip-flops with an asynchronous set or reset after synthesis landed at 1.00. After legalization and detailed placement, the total HPWL measured 18.9 mm. The critical path is of the input pin to register type. Number of clock sinks landed at 167. Data arrival time at the worst-slack endpoint landed at 7.02 ns. Data required time at the worst endpoint landed at 18.83 ns.

Via total after detailed routing landed at 9265. The synthesized netlist has a Yosys-reported chip area of 0.0106 mm2. Maximum number of pins on one net before global-route repair landed at 87. For the completed layout, the total cell area is recorded as 0.0128 mm2. Global-route congestion overflow total landed at 0. Count of hold buffers inserted by post-cts repair landed at 0. The violation tally recorded at the end of detailed-routing iteration 0 is 571.

Setup slack on the worst flop-to-flop path landed at 14.59 ns. Per the finish-stage timing summary, setup violations number 0. For this design the static power due to leakage is 5.58 nW.

Final cell count without fillers landed at 1637. In this run the post-CTS setup repair buffer count came out at 0. The number of different library cells used by synthesis comes to 60. Fraction of the yosys area taken by sequential cells landed at 0.395.

Number of design rule violations left after detail routing landed at 0. Weighted congestion at the end of routability-driven global placement landed at 0.938. The global routing report lists combined usage of all routing layers as 0.260.

The cell sitting at the root of the clock tree is a clkbuf_16. The report counts max-capacitance violations totalling 0. Die footprint landed at 0.0218 mm2. Across the whole layout, storage elements account for 0.00418 mm2.

TritonCTS created 17 clock buffers. Per the post-CTS timing run, clock transition at the registers of the reported paths is 0.07 ns. The stage logs contain a warning count of 26. Counting I/O delays and the setup requirement, the final critical path takes 6.69 ns. Hold-check failures listed in the final report amount to 0. Standard-cell row count landed at 52. The via count of the first global-routing pass is 8704.
registers in the layout, summed over array words and instances (netlist names):
signal / count
multiplicand: 64
multiplier: 32
endSignal: 1
result: 64
counter: 6
through the flow:
step / utilization / hold WS (ns) / worst slack, ns / power [mW]
after detailed placement: 0.594 / 0.470 / 11.43 / 0.436
after global placement: 0.594 / 0.459 / 11.49 / 0.436
after global routing: 0.623 / 0.504 / 11.61 / 0.824
after floorplan: - / 0.449 / 10.28 / 0.407
after CTS: 0.623 / 0.486 / 11.87 / 0.802
final: 0.623 / 0.483 / 11.81 / 0.794
cells in the mapped netlist, types with 3 or more instances:
master | n | area share
xnor2_1 | 27 | 0.022
dfrtp_1 | 166 | 0.39
nand2_1 | 264 | 0.094
o21bai_1 | 7 | 0.0050
o21ai_1 | 10 | 0.0047
nor3b_1 | 4 | 0.0028
and2_1 | 6 | 0.0035
nand3_1 | 67 | 0.032
nor4_1 | 3 | 0.0018
a21o_1 | 26 | 0.018
o21a_1 | 4 | 0.0028
mux2i_1 | 64 | 0.060
nor2b_1 | 4 | 0.0024
or3_1 | 10 | 0.0059
o31ai_2 | 3 | 0.0035
mux2_2 | 4 | 0.0043
and3_1 | 8 | 0.0047
and4_1 | 3 | 0.0025
clkbuf_1 | 68 | 0.024
ha_1 | 64 | 0.076
nor2_1 | 53 | 0.019
buf_1 | 8 | 0.0028
nand2b_1 | 3 | 0.0018
a211oi_1 | 11 | 0.0078
o22ai_1 | 4 | 0.0024
a41oi_1 | 3 | 0.0025
or2_2 | 4 | 0.0024
inv_1 | 14 | 0.0050
o21ai_0 | 121 | 0.057
nor3_1 | 12 | 0.0057
xor2_1 | 24 | 0.020
a221oi_1 | 4 | 0.0033
nand4_1 | 18 | 0.011
a21oi_1 | 116 | 0.055
a31oi_1 | 14 | 0.0083
o211ai_1 | 6 | 0.0043
layer usage:
metal  wire length [um]  share of wire  GRT usage
met1              12800           0.48      0.421
met2              12000           0.45      0.391
met3               1430          0.054     0.0466
met4                236         0.0089     0.0242
met5                  0              0          0
area by class of cell:
| class | count | area share |
|---|---|---|
| multi-input combinational | 1002 | 0.477 |
| sequential | 167 | 0.327 |
| timing repair buffer | 152 | 0.117 |
| clock buffer | 17 | 0.0333 |
| tap | 270 | 0.0264 |
| clock inverter | 15 | 0.0140 |
| inverter | 14 | 0.00450 |
logic make-up (layout without fill, tap and decap cells):
kind of cell / Yosys count / after routing / synth area share
AND-OR/OR-AND: 352 / 352 / 0.195
flip-flops: 167 / 167 / 0.395
adder cells (fa/ha/maj): 65 / 65 / 0.0775
XOR/XNOR: 51 / 51 / 0.0422
buffers and inverters: 90 / 198 / 0.0319
AND/OR/NAND/NOR: 466 / 466 / 0.194
multiplexers: 68 / 68 / 0.0648
layout by cell type, fill, tap and decap left out, types with 24 or more instances in the layout:
cell type	Yosys	routed
o21ai_0	121	121
a21o_1	26	25
mux2i_1	64	64
ha_1	64	64
clkdlybuf4s50_1	0	142
dfrtp_1	166	166
xnor2_1	27	27
a21oi_1	116	115
nand3_1	67	67
nand2_1	264	263
xor2_1	24	24
nor2_1	53	51
report_power, final:
group	total, mW	internal (mW)	switching [mW]
Clock	0.366	0.195	0.171
Combinational	0.0503	0.0268	0.0236
Sequential	0.378	0.372	0.00638
Total	0.794	0.593	0.201
worst paths after layout:
| path | start | endpoint | cells after the start |
|---|---|---|---|
| min reg2reg | multiplier[2] | multiplier[2] | 2 |
| max in group asynchronous | reset | result[5] | 3 |
| min | multiplier[2] | multiplier[2] | 2 |
| min in group asynchronous | reset | result[41] | 2 |
| max reg2reg | multiplicand[0] | result[62] | 12 |
| max | state[3] | result[35] | 7 |
critical path, cell delays in order:
cell and delay, ns:
clkdlybuf4s50_1 0.39, or4_1 0.69, a21o_4 0.48, nor2_4 0.48
buf_4 0.52, nand2_1 0.41, o21ai_0 0.29
Power figures rest on the tool's default switching activity, not on a simulated workload.
