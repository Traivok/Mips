--- flow/design.v ---
module Mux32bits_4x2(
	input logic [1:0] sel,
	input logic [31:0] in0, in1, in2, in3,
	output logic [31:0] out);
	always_comb
	begin
		case(sel)
			2'b00:
			begin
				out <= in0;	
			end
			2'b01:
			begin
				out <= in1;
			end
			2'b10:
			begin
				out <= in2;
			end
			2'b11:
			begin
				out <= in3;
			end
		endcase
	end
endmodule : Mux32bits_4x2
module Mux5bit_2x1 (
	input logic sel,
	input logic [4:0] in0, in1,
	output logic [4:0] out);
	always_comb
	begin
		case(sel)
			1'b0:
			begin
				out <= in0;
			end
			1'b1:
			begin
				out <= in1;
			end
		endcase
	end
endmodule : Mux5bit_2x1
module Mux32bit_2x1 ( 
	input logic sel,
	input logic [31:0] in0, in1,
	output logic [31:0] out);
	always_comb
	begin
		case(sel)
			1'b0:
			begin
				out <= in0;
			end
			1'b1:
			begin
				out <= in1;
			end
			default:
			begin
				out <= 32'd1234567890;
			end
		endcase
	end
endmodule : Mux32bit_2x1
module Mux32bit_8x1(
	input logic [2:0] sel,
	input logic [31:0] in0, in1, in2, in3, in4, in5, in6, in7,
	output logic [31:0] out );
	always_comb
	begin
		case (sel)			
			3'b000: out <= in0;
			3'b001:	out <= in1;
			3'b010:	out <= in2;
			3'b011:	out <= in3;
			3'b100:	out <= in4;
			3'b101:	out <= in5;
			3'b110:	out <= in6;
			3'b111:	out <= in7;
			default: out <= 32'd1234567890;
		endcase
	end
endmodule : Mux32bit_8x1
module Mux5bits_4x2(
	input logic [1:0] sel,
	input logic [4:0] in0, in1, in2, in3,
	output logic [4:0] out);
	always_comb
	begin
		case(sel)
			2'b00:
			begin
				out <= in0;	
			end
			2'b01:
			begin
				out <= in1;
			end
			2'b10:
			begin
				out <= in2;
			end
			2'b11:
			begin
				out <= in3;
			end
		endcase
	end
endmodule : Mux5bits_4x2
--- flow/run.sh ---
#!/bin/bash
# OpenROAD 26Q1-2900-gdf79404cd8, Yosys 0.63+post, stock flow scripts
make -C /OpenROAD-flow-scripts/flow DESIGN_CONFIG=/design/flow/config.mk WORK_HOME=/design/flow/orfs finish
--- flow/config.mk ---
export PLATFORM = sky130hd
export DESIGN_NAME = Mux32bit_8x1
export DESIGN_NICKNAME = Mux32bit_8x1
export VERILOG_FILES = /design/flow/design.v
export SDC_FILE = /design/flow/constraint.sdc
export NUM_CORES = 4
export LEC_CHECK = 1
export CORE_AREA = 10 10 120 120
export DIE_AREA = 0 0 130 130
--- flow/constraint.sdc ---
current_design Mux32bit_8x1

set clk_period 7.7
set clk_io_pct 0.2

create_clock -name clk0 -period $clk_period

set non_clock_inputs [all_inputs -no_clocks]
set_input_delay [expr $clk_period * $clk_io_pct] -clock clk0 $non_clock_inputs
set_output_delay [expr $clk_period * $clk_io_pct] -clock clk0 [all_outputs]
==> run notes <==
Implementation progress

The cell count listed in synth_stat.txt stands at 306. The number of maximum-capacitance constraint violations stands at 0. The share of total power dissipated in sequential elements is 0%. The worst setup path is captured at an output pin. Per the synthesis report, the single largest cell type by area occupies 17.73% of cell area. Of all cell types, the one taking the most synthesized area is a22oi_1.

The area of the mapped netlist stands at 2245 µm². The flop count stands at 0. In the post-synthesis netlist, the biggest area contributors are a22oi_1 (18%), mux2_2 (14%), a21bo_2 (11%). The remaining global-route overflow stands at 0. The worst slack at placement stands at 1.999 ns.

Per the final report, max-transition violations number 0. The number of antenna violations at the first check in global routing came to 0. Entering global routing, the biggest net connects 68 pins. The power report attributes to the clock group a share of 0%.

The yosys stat chip area stands at 2245 µm². The final hold violation count recorded for this run is 0. The mean post-synth cell area stands at 7.335 µm². The combined flip-flop and latch cell area stands at 0 µm². The count of standard-cell rows stands at 40.

For this run, design rule violations remaining after detail routing come to 0. Hold is met by 3.951 ns. During placement, the flow inserted port buffers numbering 291. For this configuration, the core starts out at a cell density of 18.84%. For this run the detailed placement stage logged an HPWL of 11930 µm. The post-route fraction of the period consumed by the critical path stands at 73.81%.

The antenna diode instance count stands at 0. The final-layout clock buffer total stands at 0. The final RePlAce weighted congestion stands at 0.8568. The power density over the cells stands at 54.23 nW/µm². The setup path with the least slack is of type in -> out.

The tally of nets with antenna violations remaining after routing stands at 0. The first global-routing pass estimated 20980 µm of wire. The worst-case max-slew headroom was logged as 44.68%.

The flow measured a signed area growth from synthesis to layout of 129.5%. The via count stands at 3439. Dividing the detail-routed wire length by the instance count gives 20.11 µm. The number of failing setup endpoints in the final timing report stands at 0. According to the floorplan report, the die width is 130 µm.

The data required time reported for the critical path is 6.16 ns. The total of fill cells in the finished design stands at 1204. In the final timing run, aggregate negative setup slack is 0 ns. The fraction of final layout cells with drive strength greater than 1 stands at 12.06%.

The transition time of the tightest slew-check pin stands at 0.8278 ns. The hold buffer count at CTS stands at 0. Summed over all cells, the static leakage comes to 1.841 nW. The arrival time of the worst setup path stands at 4.14 ns. The number of global-route vias before repair stands at 3715. Setup repair after global routing left no endpoint under its margin. The analysis attributes to net switching a power of 79.45 µW. For this run, the detailed router reports a per-instance via density of 4.837. The count of pins on the block boundary stands at 291. The die extent in y stands at 130 µm.

The combinational share of power stands at 100.0%. The worst setup margin stands at 2.017 ns. The global routing usage summed across all routing layers stands at 15.73%. Looking at the post-CTS report, the setup buffer insertion count equals 0. The sequential-to-total area share from yosys stat stands at 0%.

In this run switching power makes up 28.44% of total power. The worst IR drop on VDD stands at 0.02237 mV. According to the hold report, the worst path is of the in -> out type. The aggregate routed wire length stands at 14300 µm. The synthesis report lists the Yosys warning total as 1. In this build the clock could be raised as far as 176.0 MHz. The instance count of the mapped netlist stands at 306.

The run finished with clean final reports. The power report lists cell-internal power as 199.9 µW. The iteration count recorded for the first detailed-route pass is 4. Summing all multi-input logic gate instances after layout gives 2011 µm².

The final critical path time including I/O delays and setup stands at 5.683 ns. The total die area stands at 16900 µm². The floorplan core area stands at 11910 µm². The warning total across the stage logs stands at 32. The post-cts gate resize count stands at 0. Along the worst path, the maximum fanout reaches 39. STA classifies the critical path startpoint as an input pin. In this run, distinct cell masters in the synthesized netlist total 29. The number of DRC markers after the initial detailed-route iteration stands at 212.
==> logic make-up (layout without fill, tap and decap cells) <==
family	after synthesis	count (layout)	share of synthesized area, %
AND-OR/OR-AND	145	145	49.94
multiplexers	37	37	19.73
buffers and inverters	42	300	10.76
AND/OR/NAND/NOR	82	82	19.57
==> worst paths after layout <==
kind | end | slack (ns) | from | cells past startpoint
max | out[15] | 2.02 | sel[2] | 7
min | out[28] | 3.95 | sel[0] | 4
==> per-stage QoR <==
stage	cell area, µm²	total power, mW	instances	util (%)
after global placement	5151	0.2809	711	43.25
final	5151	0.2794	711	43.25
after CTS	5151	0.2832	711	43.25
after floorplan	2245	0.09367	306	-
after detailed placement	5151	0.2816	711	43.25
after global routing	5151	0.3040	711	43.25
==> cell usage in the layout, fill, tap and decap left out, types with 3 or more instances in the layout <==
| master | Yosys | routed |
|---|---|---|
| nand4b_1 | 3 | 3 |
| mux4_2 | 3 | 3 |
| a221oi_1 | 3 | 3 |
| a31oi_1 | 27 | 27 |
| a21bo_2 | 25 | 25 |
| buf_4 | 3 | 7 |
| o21ai_0 | 3 | 3 |
| a22oi_1 | 53 | 53 |
| o2bb2ai_1 | 3 | 3 |
| nand2_1 | 11 | 11 |
| o211ai_1 | 25 | 25 |
| mux2_2 | 28 | 28 |
| clkdlybuf4s50_1 | 0 | 288 |
| inv_1 | 3 | 3 |
| nand2b_1 | 32 | 32 |
| nor2_1 | 29 | 28 |
| mux2i_1 | 6 | 6 |
| o32a_1 | 3 | 3 |
==> power groups by stage <==
stage	Clock, mW	Combinational, mW	Sequential [mW]
after CTS	0	0.283	0
after global routing	0	0.304	0
final	0	0.279	0
==> metal layers <==
metal  global-route usage (%)  up-vias  wire length [µm]
met1                    17.95     1513              5380
li1                         -     1721                 -
met4                    2.050        0               208
met3                    5.432       12              1630
met5                        0        -                 0
met2                    28.33      193              7076
==> final cells by class <==
type	instances	share of cell area, %
timing repair buffer	297	57.18
multi-input combinational	264	39.03
tap	147	3.571
inverter	3	0.2186
==> synthesized netlist by cell type (all sizes together) <==
cell,number
a21oi,2
and4b,2
a221oi,3
or3,1
and3b,2
nand2,11
nand4b,3
o21ai,3
o211ai,25
nor3b,1
mux2i,6
nor2,30
inv,3
a31oi,27
buf,33
o32a,3
mux2,28
mux4,3
clkbuf,6
nand2b,32
o2bb2ai,3
a21bo,25
a22oi,53
a211o,1
==> critical path, stage by stage <==
cell,delay (ns)
buf_2,0.46
buf_4,0.45
and3b_1,0.56
buf_4,0.31
a22oi_1,0.12
a31oi_1,0.17
clkdlybuf4s50_1,0.49
Power and IR drop assume default switching activity.
